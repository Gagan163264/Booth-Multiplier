--- /design/flow/run.sh ---
#!/bin/bash
# OpenROAD 26Q1-2900-gdf79404cd8, Yosys 0.63+post, stock flow scripts
make -C /OpenROAD-flow-scripts/flow DESIGN_CONFIG=/design/flow/config.mk WORK_HOME=/design/flow/orfs finish
--- /design/flow/config.mk ---
export PLATFORM = sky130hd
export DESIGN_NAME = booth
export DESIGN_NICKNAME = booth
export VERILOG_FILES = /design/flow/design.v
export SDC_FILE = /design/flow/constraint.sdc
export NUM_CORES = 4
export LEC_CHECK = 1
export CORE_AREA = 10 10 70 70
export DIE_AREA = 0 0 80 80
--- /design/flow/constraint.sdc ---
current_design booth

set clk_period 2.4
set clk_io_pct 0.2

create_clock -name clk0 -period $clk_period [get_ports {clkin}]

set non_clock_inputs [all_inputs -no_clocks]
set_input_delay [expr $clk_period * $clk_io_pct] -clock clk0 $non_clock_inputs
set_output_delay [expr $clk_period * $clk_io_pct] -clock clk0 [all_outputs]
--- /design/flow/design.v ---
module reg4(input wire clk,reset,load,input wire [3:0]din,output wire [3:0]r);
	genvar i;
 	 generate for(i = 0; i < 4; i=i+1) begin:array_loop
	      dfrl dfp(clk, reset, load, din[i], r[i]); end
	 endgenerate	
endmodule
module mux2_4(input wire [3:0]i0,i1, input wire s,output wire [3:0] opm);
	genvar i;
 	 generate for(i = 0; i < 4; i=i+1) begin:mux_loop
	      mux2 mx(i0[i],i1[i],s,opm[i]); end
	 endgenerate
endmodule
module booth_alu(input wire clk, qt, qtn, input wire[3:0] a, b, output wire [3:0] o);
	wire s;
	xor2 cp(qt, qtn, s);
	wire cout;
	wire [3:0] out;
	addsubfull as(a, b, qt, out, cout);
	mux2_4 mx1(a, out, s , o);
endmodule
module booth_cu(input wire clkin, reset, output wire clk, endflag);
	wire [1:0] op;
	wire temp, ain, dfpin, dfpin1,clk0,clk1;
	dfrl1 reset1(clkin, reset, 1'b1, 1'b0, dfpin);
	downctr Dctr(clkin, reset, ain, op);
	or3 oc0(dfpin, op[1], op[0], ain);
	and2 ad0(clkin, ain, clk);
	invert inv(ain, endflag);
endmodule
module booth(input wire clkin, reset, input wire [3:0] a, b, output wire [7:0] out);
	wire clk, endflag;
	booth_cu cu0(clkin, reset, clk, endflag);
	wire [3:0]Qin, Qout, ACout, o1, o2, ALUout;
	wire qtpin, qtp, temp;
	dfr qtpr(clk, reset, qtpin, qtp);
	reg4 AC(clk, reset, 1'b1, o1, ACout);
	mux2_4 resetmux2(o2, b, reset, Qin);
	reg4 Q(clk, 1'b0, 1'b1, Qin, Qout);
	booth_alu alu0(clk, Qout[0], qtp, ACout, a, ALUout);
	RSA ashr1(ALUout, o1,temp);
	RSAio ashr2(Qout, temp, o2, qtpin);
	wire [3:0] float;
	mux2_4 mxAC(float, ACout, endflag, out[7:4]);
	mux2_4 mxQ(float, Qout, endflag, out[3:0]);
endmodule
module invert (input wire i, output wire o);
   assign o = !i;
endmodule
module and2 (input wire i0, i1, output wire o);
  assign o = i0 & i1;
endmodule
module or2 (input wire i0, i1, output wire o);
  assign o = i0 | i1;
endmodule
module xor2 (input wire i0, i1, output wire o);
  assign o = i0 ^ i1;
endmodule
module nand2 (input wire i0, i1, output wire o);
   wire t;
   and2 and2_0 (i0, i1, t);
   invert invert_0 (t, o);
endmodule
module nor2 (input wire i0, i1, output wire o);
   wire t;
   or2 or2_0 (i0, i1, t);
   invert invert_0 (t, o);
endmodule
module xnor2 (input wire i0, i1, output wire o);
   wire t;
   xor2 xor2_0 (i0, i1, t);
   invert invert_0 (t, o);
endmodule
module and3 (input wire i0, i1, i2, output wire o);
   wire t;
   and2 and2_0 (i0, i1, t);
   and2 and2_1 (i2, t, o);
endmodule
module or3 (input wire i0, i1, i2, output wire o);
   wire t;
   or2 or2_0 (i0, i1, t);
   or2 or2_1 (i2, t, o);
endmodule
module nor3 (input wire i0, i1, i2, output wire o);
   wire t;
   or2 or2_0 (i0, i1, t);
   nor2 nor2_0 (i2, t, o);
endmodule
module nand3 (input wire i0, i1, i2, output wire o);
   wire t;
   and2 and2_0 (i0, i1, t);
   nand2 nand2_1 (i2, t, o);
endmodule
module xor3 (input wire i0, i1, i2, output wire o);
   wire t;
   xor2 xor2_0 (i0, i1, t);
   xor2 xor2_1 (i2, t, o);
endmodule
module xnor3 (input wire i0, i1, i2, output wire o);
   wire t;
   xor2 xor2_0 (i0, i1, t);
   xnor2 xnor2_0 (i2, t, o);
endmodule
module mux2 (input wire i0, i1, j, output wire o);
  assign o = (j==0)?i0:i1;
endmodule
module mux4 (input wire [0:3] i, input wire j1, j0, output wire o);
  wire  t0, t1;
  mux2 mux2_0 (i[0], i[1], j1, t0);
  mux2 mux2_1 (i[2], i[3], j1, t1);
  mux2 mux2_2 (t0, t1, j0, o);
endmodule
module mux8 (input wire [0:7] i, input wire j2, j1, j0, output wire o);
  wire  t0, t1;
  mux4 mux4_0 (i[0:3], j2, j1, t0);
  mux4 mux4_1 (i[4:7], j2, j1, t1);
  mux2 mux2_0 (t0, t1, j0, o);
endmodule
module demux2 (input wire i, j, output wire o0, o1);
  assign o0 = (j==0)?i:1'b0;
  assign o1 = (j==1)?i:1'b0;
endmodule
module demux4 (input wire i, j1, j0, output wire [0:3] o);
  wire  t0, t1;
  demux2 demux2_0 (i, j1, t0, t1);
  demux2 demux2_1 (t0, j0, o[0], o[1]);
  demux2 demux2_2 (t1, j0, o[2], o[3]);
endmodule
module demux8 (input wire i, j2, j1, j0, output wire [0:7] o);
  wire  t0, t1;
  demux2 demux2_0 (i, j2, t0, t1);
  demux4 demux4_0 (t0, j1, j0, o[0:3]);
  demux4 demux4_1 (t1, j1, j0, o[4:7]);
endmodule
module df (input wire clk, in, output wire out);
  reg df_out;
  always@(posedge clk) df_out <= in;
  assign out = df_out;
endmodule
module dfr (input wire clk, reset, in, output wire out);
  wire reset_, df_in;
  invert invert_0 (reset, reset_);
  and2 and2_0 (in, reset_, df_in);
  df df_0 (clk, df_in, out);
endmodule
module dfrl (input wire clk, reset, load, in, output wire out);
  wire _in;
  mux2 mux2_0(out, in, load, _in);
  dfr dfr_1(clk, reset, _in, out);
endmodule
module dfr1 (input wire clk, reset, in, output wire out);
  wire reset_, df_in;
  or2 or2_0 (in, reset, df_in);
  df df_0 (clk, df_in, out);
endmodule
module dfrl1 (input wire clk, reset, load, in, output wire out);
  wire _in;
  mux2 mux2_0(out, in, load, _in);
  dfr1 dfr_1(clk, reset, _in, out);
endmodule
module RSA(input wire [0:3] in, output wire[0:3] out, output wire q);
	assign out[0]=in[0];	
	genvar i;
 	 generate for(i = 0; i < 3; i=i+1) begin:RSC_loop
		assign out[i+1]=in[i];end
	 endgenerate
	 assign q = in[3];
endmodule
module RSAio(input wire [0:3] in, input wire k, output wire[0:3] out, output wire q);
	assign out[0]=k;	
	genvar i;
 	 generate for(i = 0; i < 3; i=i+1) begin:RSC_loop
		assign out[i+1]=in[i];end
	 endgenerate
	 assign q = in[3];
endmodule
module addsub (input wire a, b, control, cin, output wire sum, cout);	
	wire [3:0] t;	
	xor2 xas(b, control, t[0]);
	xor2 x0(a, t[0], t[1]);
	xor2 x1(t[1],cin,sum);
	and2 a0(a, t[0], t[2]);
	and2 a1(t[1], cin, t[3]);
	or2 a2(t[2],t[3],cout);
endmodule
module addsubfull(input wire [3:0] i0, i1, input wire control, output wire [3:0] o, output wire cout);
	wire [4:0] c;
	assign c[0] = control;
	genvar i;
 	 generate for(i = 0; i < 4; i=i+1) begin:add_loop
	      addsub as(i0[i], i1[i], control, c[i], o[i], c[i+1]); end
	 endgenerate
	 assign cout = c[4];
endmodule
module dc_slice(input wire clk, reset, cnt, in, output wire q, out);
	wire a, b;
	xor2 xr(q, in, a);
	dfrl dfi(clk, reset, cnt, a, q);
	invert iv1(q,b);
	and2 an(in, b, out);
endmodule
module downctr(input wire clk, reset, cnt, output wire [1:0] op);
	wire [2:0]inp;
	assign inp[0] = cnt;
	genvar i;
 	 generate for(i = 0; i < 2; i=i+1) begin:ctr_loop
		dc_slice sl(clk, reset, cnt, inp[i], op[i], inp[i+1]);end
	 endgenerate
endmodule
==> impl_metrics.csv <==
group,metric,value,unit
yosys,top_cell_area_share,0.3877,
yosys,top_area_cell,"dfxtp_1",
placed_design,place.gp.congestion,0.6952,
die,die_h,80,um
yosys,yosys_area,568.0,um2
global_routing,grt_overflow,0,
yosys,ys_ff,11,
final_timing,finalHoldViolations,0,
final_timing,fin_crit_sh,0.9736,
global_routing,grt_first_pass_wirelength,1952,um
worst_setup_path,required,2.87,ns
die,die_x,80,um
power_and_ir_drop,power.share.switching,0.2510,
power_and_ir_drop,power.leakage,0.3370,nW
final_timing,period_needed,2.337,ns
yosys,top_cells_by_count,"dfxtp_1, buf_4, mux2_2, nor2_1, nor2b_1",
placed_design,pre_cts_ws,-0.5738,ns
detailed_routing,viasPerCell,3.587,
finish,layout-drive-gt1-share,0.2400,
power_and_ir_drop,power_frac_clock,0.431,
finish,fin_util,0.2381,
global_routing,grt_pass1_vias,446,
hold_path,min_path_type,"input port to register",
worst_setup_path,arrival,2.81,ns
power_and_ir_drop,combPwrFrac,0.258,
final_timing,tightestPinTransition,0.5085,ns
final_timing,clock_skew,0.001715,ns
placed_design,io_buffers,17,
clock_network,cts_tree,"built",
yosys,ff_type,"dfxtp_1",
die,io-pin-count,18,
yosys,syn_inst,55,
worst_setup_path,worstSetupPathType,"input port to register",
final_timing,slew_headroom,0.6599,
yosys,synth.area.top_cells,"dfxtp_1, buf_4, mux2_2",
yosys,ys_cells,55,
global_routing,grt_util_all_layers,0.03954,
global_routing,antenna_found_initial,0,
die,fp-row-count,21,
worst_setup_path,crit_path_end_kind,"register",
final_timing,rsz0062_at_grt,"no",
final_timing,setup_viol,0,
die,initCoreUtil,0.1663,
clock_network,clk_latency,0.56,ns
yosys,synth_cell_type_count,20,
detailed_routing,postRouteAntennaNets,0,
yosys,most_common_cell,"dfxtp_1",
global_routing,grt_max_degree,15,
yosys,ys.warnings.count,5,
yosys,syn_avg_cell_area,10.33,um2
die,chipArea,0.006400,mm2
final_timing,layout_setup_ws,0.06330,ns
detailed_routing,drcViolationCount,0,
detailed_routing,postRouteWirelength,1271,um
clock_network,ctsHoldBuffers,0,
final_timing,clock.fmax,428.0,MHz
power_and_ir_drop,power_frac_seq,0.311,
yosys,ys_async_sr_fraction,0,
power_and_ir_drop,peakVddDrop,0.1879,mV
detailed_routing,drt_pass1_iterations,3,
finish,syn2layout_area_growth,43.17,%
status,outcome,"complete, no violations",
detailed_routing,wire_per_inst,10.50,um
yosys,synth_seq_share,0.3877,
run,drv_cap,0,
clock_network,cts.repair.resized,0,
clock_network,cts_setup_buffers,0,
power_and_ir_drop,powerDensity,820.4,mW/mm2
worst_setup_path,crit_path_start_kind,"input port",
final_timing,slew_violations,0,
die,core-area,0.003416,mm2
power_and_ir_drop,p_int,0.4997,mW
run,warnings,25,
power_and_ir_drop,netSwitchingPower,0.1675,mW
worst_setup_path,cp_max_fo,2,
detailed_routing,drt_iter0_drc,16,
yosys,syn_area,568.0,um2
detailed_routing,vias,434,
detailed_routing,diodes,0,
yosys,synth-edff-count,0,
clock_network,path_clk_slew,0.05,ns
## stage by stage
step	instances	hold WS (ns)	area, um2	total power [mW]	TNS, ns
6_report	121	0.4764	813.3	0.6672	0
5_1_grt	121	0.4632	813.3	0.7188	0
4_1_cts	121	0.4611	813.3	0.6913	0
3_5_place_dp	109	0.4666	726.9	0.4116	-0.6296
3_3_place_gp	109	0.4497	726.9	0.4061	-0.5617
2_1_floorplan	55	0.4420	568.0	0.3567	0
## power by group through the flow
stage / Combinational [mW] / Clock, mW / Sequential (mW)
CTS: 0.178 / 0.305 / 0.209
global route: 0.192 / 0.313 / 0.214
finish: 0.172 / 0.287 / 0.207
## logic make-up (layout without fill, tap and decap cells)
| group | Yosys count | after routing | synth area share |
|---|---|---|---|
| buffers and inverters | 11 | 31 | 0.1410 |
| XOR/XNOR | 4 | 4 | 0.07491 |
| adder cells (fa/ha/maj) | 2 | 2 | 0.07049 |
| multiplexers | 8 | 8 | 0.1520 |
| flip-flops | 11 | 11 | 0.3877 |
| AND/OR/NAND/NOR | 16 | 16 | 0.1410 |
| AND-OR/OR-AND | 3 | 3 | 0.03303 |
## final cells by class
class	count	area, um2
fill	375	2603
timing repair buffer	18	177.7
sequential	11	220.2
inverter	1	3.754
tap	46	57.56
clock buffer	12	86.33
multi-input combinational	33	267.8
## state kept, by name, indices dropped and copies added, names as in the netlist
register / count
Q.array_loop.dfp.dfr_1.df_0.df_out: 4
cu0.Dctr.ctr_loop.sl.dfi.dfr_1.df_0.df_out: 2
cu0.reset1.dfr_1.df_0.df_out: 1
qtpr.df_0.df_out: 1
AC.array_loop.dfp.dfr_1.df_0.df_out: 3
## final timing paths
kind	startpoint	end	slack (ns)	depth (start not counted)
min	b[3]	Q.array_loop[3].dfp.dfr_1.df_0.df_out$_DFF_P_	0.48	3
max reg2reg	Q.array_loop[0].dfp.dfr_1.df_0.df_out$_DFF_P_	AC.array_loop[2].dfp.dfr_1.df_0.df_out$_DFF_P_	0.16	6
max	a[0]	AC.array_loop[2].dfp.dfr_1.df_0.df_out$_DFF_P_	0.06	7
min reg2reg	Q.array_loop[2].dfp.dfr_1.df_0.df_out$_DFF_P_	Q.array_loop[1].dfp.dfr_1.df_0.df_out$_DFF_P_	0.49	1
## routing by layer
metal,global-route usage,vias to the layer above,routed length [um]
li1,-,215,-
met2,0.04735,20,524
met5,0,-,0
met1,0.04726,197,553
met4,0.01761,0,15
met3,0.03523,2,178
## worst max-delay path: stages
cell and delay (ns):
clkdlybuf4s50_1 0.48, mux2_2 0.34, fa_1 0.38, fa_1 0.38, xor2_1 0.17, mux2i_1 0.22, mux2_2 0.35
## cell usage in the layout (no fill, tap or decap)
cell / count
a21oi_1: 1
and2b_1: 1
buf_4: 1
clkbuf_1: 1
clkbuf_4: 11
clkdlybuf4s50_1: 17
dfxtp_1: 11
fa_1: 2
inv_1: 1
mux2_2: 5
mux2i_1: 3
nand2_1: 3
nand3_1: 1
nor2_1: 5
nor2b_1: 4
nor3_1: 1
o21ai_0: 1
o31a_1: 1
or4_1: 1
xnor2_2: 1
xor2_1: 3
Power figures rest on the tool's default switching activity, not on a simulated workload.
